**design/flow/config.mk**
```make
export PLATFORM = sky130hd
export DESIGN_NAME = MUXBranch
export DESIGN_NICKNAME = MUXBranch
export VERILOG_FILES = /design/flow/design.v
export SDC_FILE = /design/flow/constraint.sdc
export NUM_CORES = 4
export LEC_CHECK = 1
export CORE_AREA = 10 10 70 70
export DIE_AREA = 0 0 80 80
```
**design/flow/constraint.sdc**
```tcl
current_design MUXBranch

set clk_period 1.0
set clk_io_pct 0.2

create_clock -name clk0 -period $clk_period

set non_clock_inputs [all_inputs -no_clocks]
set_input_delay [expr $clk_period * $clk_io_pct] -clock clk0 $non_clock_inputs
set_output_delay [expr $clk_period * $clk_io_pct] -clock clk0 [all_outputs]
```
**design/flow/design.v**
```verilog
`timescale 1ns / 1ps
module MUXBranch(
    input [31:0]uno,  
    input [31:0]cero,  
	 input br,  
    output reg [31:0] j0);  
   always @ (uno or cero or br) begin  
      case (br)  
         1'b0 : j0 <= cero;  
         1'b1 : j0 <= uno;   
      endcase  
   end 
endmodule
```
**design/flow/run.sh**
```bash
#!/bin/bash
# OpenROAD 26Q1-2900-gdf79404cd8, Yosys 0.63+post, stock flow scripts
make -C /OpenROAD-flow-scripts/flow DESIGN_CONFIG=/design/flow/config.mk WORK_HOME=/design/flow/orfs finish
```
==> reports/summary.txt <==
Distinct cells, synth = 4
Post-synth seq share = 0%
FMAX = 841.7 MHz
slowest cell delay on critical path = 0.40 ns
Tcrit/Tclk final = 118.8%
VDD IR max = 182.2 uV
Slew HR = 95.45%
Psw = 0.0001336 W
DR pass1 iterations = 2
status = finished, violations left
largest net degree at the start of global routing = 9
Die H = 80 um
Setup CP Type = in -> out
minimum clock period = 1.188 ns
area grow syn2layout = 198.2%
pwr dens = 397.1 mW/mm^2
Sw Ratio = 20.73%
die width = 80 um
Post-Layout Cell Count = 186
Fin Setup TNS = -3.938 ns
hold path depth = 3
drt drc = 0
Worst Hold Endpoint = j0[21]
leakage = 0.8794 nW
HP Class = in -> out
Crit. End Element = output port
CORE AREA = 0.003416 mm^2
Final Hold Viols = 0
Crit path max-delay family = buffers and inverters
Mapped Cells = 36
die area = 0.006400 mm^2
commonest cells after routing, fill and taps aside = dlygate4sd2_1 (36), mux2_4 (32), buf_6 (23)
Final ANT Viol Nets = 0
Slowest cell on crit path = clkdlybuf4s50_1
FF+latch area = 0 um^2
Seq cells = 0
Core Util at FP = 15.93%
pre-CTS setup slack = -0.4949 ns
GP Congestion = 0.7917
RSZ-0062 raised after global routing = true
Wirelength per Cell = 14.62 um
element type at the critical path start = primary input
Mapped Avg Cell Area = 15.12 um^2
initial antenna violation count = 0
Seq pwr share = 0%
Yosys Chip Area = 544.3 um^2
crit path buf inv count = 2
worst-path maximum fanout = 1
Max Cap Viol = 0
hold slack final = 0.6949 ns
share of post-route cells with drive strength above 1 = 54.29%
vias in the first global route = 772
dominant logic cell type in the layout = dlygate4sd2_1
Logic pwr share = 100.0%
clock buf count = 0
Congestion Overflow GR = 0
Final WS setup = -0.1881 ns
FP Rows = 21
Yosys Warn Count = 1
drt via density = 3.780
CP Data Arrival Time = 0.99 ns
# diodes = 0
Worst Max-Slew Pin Slew = 0.06817 ns
Top Ports = 97
Tool Warnings = 34
Internal Power = 0.0005109 W
Clock power frac = 0%
final wirelength = 2719 um
Setup Viol. Count Final = 32
number of DRC markers in iteration 0 = 7
placed cell count = 177
crit-path cells = clkdlybuf4s50_1 -> mux2_4 -> buf_6
Power, Total = 0.0006445 W
global-route wire length before repair = 4112 um
Port-buffer cells = 97
yosys cell count = 36
failing checks = setup timing
Final Slew Violations = 0
worst hold path startpoint = cero[21]
All-Layer GR Usage = 7.827%
via count = 703
CP required = 0.80 ns
mapped cell area = 544.3 um^2
-- Yosys cell counts (all sizes together) --
master  number  area [um^2]
mux2        32        473.0
buf          4        71.32
-- layer usage --
metal	vias up	global-route usage, %	wire length, um
li1	346	-	-
met1	306	9.426	1109
met4	0	0	0
met5	-	0	0
met3	0	2.614	273
met2	51	13.88	1336
-- cells by family after synthesis --
family / after synthesis / synth area share (%)
buffers and inverters: 4 / 13.10
muxes: 32 / 86.90
-- worst max path at each step --
stage | start | endpoint | slack [ns] | cells after the start
after global routing | br | j0[8] | -0.21 | 5
after CTS | br | j0[6] | -0.19 | 5
final | cero[6] | j0[6] | -0.19 | 3
-- power by group through the flow --
| stage | sequential [W] | clock (W) | combinational, W |
|---|---|---|---|
| 6_report | 0 | 0 | 0.000644 |
| 5_1_grt | 0 | 0 | 0.000692 |
| 4_1_cts | 0 | 0 | 0.000625 |
-- layout make-up --
type	instances	area, um^2
Tap cell	46	57.56
Timing Repair Buffer	108	1085
Multi-Input combinational cell	32	480.5
Fill cell	330	1793
-- through the flow --
step | util, % | area, um^2
final | 47.51 | 1623
after global routing | 47.51 | 1623
after floorplan | - | 544.3
after CTS | 45.42 | 1551
after global placement | 44.98 | 1536
after detailed placement | 44.98 | 1536
-- repair_timing --
item	4_1_cts	5_1_grt
setup endpoints to repair	32	32
gates cloned	2	0
gates resized	155	15
setup buffers	7	0
hold buffers	0	0
Power figures rest on the tool's default switching activity, not on a simulated workload.
