==> flow/design.v <==
`timescale 1ns / 1ps
module PC_next(
    input CLK,
	 input reset,
    input [31:0] pc_next,
    output reg [31:0] pc_actual
    );
	 initial pc_actual = 0;
	 always @(posedge CLK)	 
	 	if (!reset)
			pc_actual = pc_next;
		else
			pc_actual = 0;
endmodule
==> flow/run.sh <==
#!/bin/bash
# OpenROAD 26Q1-2900-gdf79404cd8, Yosys 0.63+post, stock flow scripts
make -C /OpenROAD-flow-scripts/flow DESIGN_CONFIG=/design/flow/config.mk WORK_HOME=/design/flow/orfs finish
==> flow/config.mk <==
export PLATFORM = sky130hd
export DESIGN_NAME = PC_next
export DESIGN_NICKNAME = PC_next
export VERILOG_FILES = /design/flow/design.v
export SDC_FILE = /design/flow/constraint.sdc
export NUM_CORES = 4
export LEC_CHECK = 1
export CORE_AREA = 10 10 102 102
export DIE_AREA = 0 0 112 112
==> flow/constraint.sdc <==
current_design PC_next

set clk_period 1.0
set clk_io_pct 0.2

create_clock -name clk0 -period $clk_period [get_ports {CLK}]

set non_clock_inputs [all_inputs -no_clocks]
set_input_delay [expr $clk_period * $clk_io_pct] -clock clk0 $non_clock_inputs
set_output_delay [expr $clk_period * $clk_io_pct] -clock clk0 [all_outputs]
==> ci_impl_report.md <==
### Yosys + OpenROAD results

| Metric | Value |
|---|---|
| Status | `finished clean` |
| Comb pwr share | `0.093` |
| Hold WC Path Type | `input pin to flop` |
| Area grow syn2layout | `94.3%` |
| MUX share of area | `0` |
| Sequential power share | `0.478` |
| Fin crit period | `964 ps` |
| Int Pwr | `0.00229 W` |
| Post-placement cell count | `235` |
| Synth Seq Share | `0.742` |
| Post-DRT Antenna Nets | `0` |
| TritonCTS Buffers | `5` |
| Layout cells sized above 1 | `0.290` |
| Io pins | `66` |
| Root Driver | `clkbuf_8` |
| Number of cells in Yosys stat | `67` |
| Hold-fix buffers, CTS | `0` |
| Dominant combinational family | `simple AND/OR/NAND/NOR gates` |
| Via count | `676` |
| Clock sinks | `32` |
| CP Depth | `1` |
| Required time of the critical path | `800 ps` |
| Avg WL per Cell | `11.1 um` |
| Pwr dens | `1700 nW/um^2` |
| Fin crit share | `0.964` |
| Non-Filler Instances | `243` |
| Crit path buf inv count | `1` |
| Hold Fails Final Rpt | `0` |
| Maximum Capacitance Violations | `0` |
| Initial antenna violation count | `0` |
| First-pass GRT wire length | `4.15 mm` |
| Adders+Majority by Area | `0` |
| Drt first pass iters | `2` |
| Filler cell count | `877` |
| Max Root-Sink Buffers | `2` |
| Post-DP HPWL | `2.15 mm` |
| Die ar. | `12500 um^2` |
| Worst VDD drop | `0.495 mV` |
| Psw | `0.000563 W` |
| Vias in the first global route | `710` |
| Synth flops | `32` |
| CP startpoint kind | `flop` |
| DIE HEIGHT | `112 um` |
| DR vias/cell | `2.78` |
| Iter 0 DRT Violations | `16` |
| Relative slew slack | `0.899` |
| Mean Syn Cell Area | `12.9 um^2` |
| Simple share | `0.232` |
| Routed WL | `2.70 mm` |
| GR Overflow Total | `0` |
| CP max-delay cell | `dfxtp_1` |
| Hold path depth | `2` |
| Residual DRC | `0` |
| IO Port Bufs | `65` |
| Slowest stage delay, CP | `320 ps` |
| Row cnt | `33` |
| CTS tree | `done` |
| CP Max Fanout | `1` |
| Post-synth top area cell | `dfxtp_1` |
| Diodes inserted | `0` |
| Worst slack at placement | `-111 ps` |
| Die width | `112 um` |
| Cells after Synth | `67` |
| GPL Wtd Cong | `0.662` |
| H-tree depth | `2` |
| Final setup violation count | `0` |
| Switching portion of total power | `0.197` |
| Post-synth area from yosys stat | `863 um^2` |
| Core Area | `8220 um^2` |
| Initial Util | `0.105` |
| Slew Viols, Final | `0` |
| Crit. End Element | `output pin` |
| Xor+xnor area frac | `0` |
| GR Util All Layers | `0.0409` |
| Fmax | `1040 MHz` |
| Clock power share | `0.430` |
| Flip-flop count of the largest register after layout | `32` |
| Complex Gates by Area | `0` |
| Hold WS | `458 ps` |
| Dominant cell area share | `0.742` |
| CTS clk-pin slew, worst paths | `70 ps` |
| Cell Type Count | `3` |
| Tool warnings | `25` |
| Largest delay contributor family on the critical path | `flip-flops` |
| Yosys warns | `1` |
| Worst Path Class, Setup | `flop to output pin` |
| Largest net degree at the start of global routing | `33` |
| Post-route worst setup slack | `36.0 ps` |
| Worst slew pin tran | `152 ps` |
| Synthesized area | `863 um^2` |
| RSZ-0062 raised after global routing | `false` |
| Critical Path AT | `760 ps` |
| Lkg Pwr | `0.678 nW` |
| Top area cell types | `dfxtp_1, nor2b_1, buf_4` |
| CP Cell Sequence | `clkdlybuf4s15_1` |
==> power groups by stage <==
stage / sequential [W] / combinational [W] / clock, W
final: 0.00136 / 0.000264 / 0.00123
after global routing: 0.00137 / 0.000291 / 0.00136
after CTS: 0.00136 / 0.000291 / 0.00131
==> cells by family (layout without fill, tap and decap cells) <==
logic type,after synthesis,count (layout)
flip-flops,32,32
AND/OR/NAND/NOR,32,32
buffers and inverters,3,74
==> layer usage <==
| metal | GRT usage | routed length, um | vias up |
|---|---|---|---|
| li1 | - | - | 337 |
| met1 | 0.0447 | 1040 | 299 |
| met2 | 0.0684 | 1290 | 35 |
| met3 | 0.0223 | 297 | 5 |
| met4 | 0.00931 | 72 | 0 |
| met5 | 0 | 0 | - |
==> metrics by stage <==
stage | power [W] | setup TNS [ps] | utilization | instance area, um^2
6_report | 0.00286 | 0 | 0.204 | 1680
5_1_grt | 0.00302 | 0 | 0.204 | 1680
4_1_cts | 0.00296 | 0 | 0.212 | 1740
3_5_place_dp | 0.00171 | -3140 | 0.200 | 1640
3_3_place_gp | 0.00171 | -2950 | 0.200 | 1640
2_1_floorplan | 0.00143 | 0 | - | 863
==> what timing repair did <==
| action | in CTS | in global routing |
|---|---|---|
| endpoints found under the setup margin | 32 | 20 |
| setup buffers | 0 | 0 |
| cloned | 0 | 0 |
| resized | 69 | 28 |
==> Yosys cell counts (all sizes together) <==
master  number
dfxtp       32
nor2b       32
buf          3
==> final cells by class <==
type / count / area, um^2 / area share
flip-flops and latches: 32 / 658 / 0.392
clock inverters: 2 / 35.0 / 0.0209
well taps: 105 / 131 / 0.0783
multi-input cells: 32 / 200 / 0.119
clock buffers: 6 / 72.6 / 0.0433
repair buffers: 66 / 581 / 0.346
==> worst paths after layout <==
kind / startpoint / endpoint / slack [ps]
worst max-delay path: pc_actual[20] / pc_actual[20] / 40
worst min-delay path: pc_next[10] / pc_actual[10] / 460
==> placed cells by master, fill, tap and decap left out <==
cell             Yosys  final
nor2b_1             32     32
clkbuf_8             0      5
clkbuf_2             0     16
buf_2                0      2
clkbuf_1             0      1
dfxtp_1             32     18
dfxtp_2              0     14
bufinv_16            0      1
buf_12               0      1
clkdlybuf4s15_1      0     14
clkinv_2             0      1
clkdlybuf4s50_1      0     33
Power figures rest on the tool's default switching activity, not on a simulated workload.
