--- flow/run.sh ---
#!/bin/bash
# OpenROAD 26Q1-2900-gdf79404cd8, Yosys 0.63+post, stock flow scripts
make -C /OpenROAD-flow-scripts/flow DESIGN_CONFIG=/design/flow/config.mk WORK_HOME=/design/flow/orfs finish
--- flow/config.mk ---
export PLATFORM = sky130hd
export DESIGN_NAME = ALU
export DESIGN_NICKNAME = ALU
export VERILOG_FILES = /design/flow/design.v
export SDC_FILE = /design/flow/constraint.sdc
export NUM_CORES = 4
export LEC_CHECK = 1
export CORE_UTILIZATION = 40
--- flow/constraint.sdc ---
current_design ALU

set clk_period 19.1
set clk_io_pct 0.2

create_clock -name clk0 -period $clk_period

set non_clock_inputs [all_inputs -no_clocks]
set_input_delay [expr $clk_period * $clk_io_pct] -clock clk0 $non_clock_inputs
set_output_delay [expr $clk_period * $clk_io_pct] -clock clk0 [all_outputs]
--- flow/design.v ---
`timescale 1ns / 1ps
module ALU(
 input signed [31:0] a,   
 input signed [31:0] b,   
 input  [2:0] alu_control,  
 output reg signed [31:0] result,   
 output zero  
    );
always @(*)
begin
 case(alu_control)
 3'b000: result = a + b;  
 3'b001: result = a - b;  
 3'b010: result = a>>>b;  
 3'b011: result = a<<b;  
 3'b100: result = a>>b;  
 3'b101: result = a & b;  
 3'b110: result = a ^ b;  
 default:result = a + b;  
 endcase
end
assign zero = (result==32'd0) ? 1'b1: 1'b0;  
endmodule
==> reports/metrics.cfg <==
[outcome]
outcome=completed

[finish]
fin_cells=1613
regArea_um2=0
clkbuf_count=0
fillCellCount=2255
flops=0
logic_area_um2=8490
area_delta_synth_final_pct=13.8
layout-drive-gt1-share_pct=11.7
layout_top_cells=nor2_1 (142), nand2_1 (122), clkdlybuf4s50_1 (95)
lay_top_count=nor2_1

[setup_path]
slowest_delay_ns=0.56
critical_path.top_delay_family=simple AND/OR/NAND/NOR gates
crit_path_end_kind=output port
worst-path-buf-inv=4
crit_chain=clkdlybuf4s50_1 -> buf_4 -> nor2_1 -> buf_4 -> and3_1 -> nand4_1 -> nor4_1 -> nand2_1 -> o21ai_0 -> xor2_1 -> ha_1 -> a21oi_1 -> o21ai_0 -> o21ai_0 -> a21oi_1 -> a31oi_1 -> nor4b_1 -> o211ai_1 -> nor3_1 -> nand4_1 -> nor2_1 -> clkdlybuf4s50_1
worstPathRequired_ns=15.28
critical_path_arrival_ns=9.91
cp_slowest_cell=nor4_1
startpoint_type=primary input
critPathKind=in2out
cpMostUsedCell=o21ai_0
crit_path_max_fanout=43

[place]
portBuffers=100
place_congestion=1.10
dp_hpwl_um=41000
place_ws_ns=5.52
dp_cells=1610

[synth]
yosysSeqAreaShare_pct=0
postSynthCellCount=1278
syn_area_um2=9060
synth.distinct_cells=89
ys_area_um2=9060
yosys_cells=1278
syn_area_per_cell_um2=7.09
yosysWarnings=1

[hold_path]
hold_start=b[3]
min_to=result[21]
worstHoldPathCells=5
hp-class=in2out

[routing]
antenna_left=0
first_pass_iters=9
wl_um=53000
drtIter0Drc=1318
num_vias=11919
drc_errors=0
viasPerCell=7.39
wl_per_cell_um=32.9

[sta]
drv_slew=0
rsz0062_at_grt=no
fmax_ghz=0.0729
setup_viol=0
final_hold_viol_count=0
slew_headroom_pct=25.5
worst_slack_ns=5.37
tightest_slew_ns=1.10
fin_crit_ns=13.73
final.period_utilization_pct=71.9
setup_tns_ns=0

[floorplan]
initial_core_util_pct=41.1
core-area_um2=22000
die_x_um=152
rows=54
ioPinCount=100
die_area_um2=23200
die_height_um=152

[power_and_ir_drop]
p_int_uw=141
switching_share_pct=61.2
pwr_density_cell_nw_per_um2=35.2
p_leak_uw=0.00381
ir_drop_v=0.0000245
p_switching_uw=222

[clocking]
cts_setup_buffers=0
cts_resized=0
holdBufCountCts=0

[global_route]
gr-total-overflow=0
grt_max_degree=62
grt_pass1_vias=10783
grt_pass1_wl_um=76400
gr-usage-all-layers_pct=45.9
antenna_found_initial=3

[flow_run]
max-cap-violations=0
warnings=33

-- per-layer routing --
| metal | vias up | global-route usage (%) | share of wire (%) |
|---|---|---|---|
| met5 | - | 2.48 | 0.12 |
| met2 | 957 | 64.9 | 41 |
| met4 | 6 | 22.8 | 6.3 |
| li1 | 5134 | - | - |
| met3 | 169 | 15.8 | 14 |
| met1 | 5653 | 62.4 | 39 |
-- layout make-up --
cell class	instances	area share [%]
Antenna cell	3	0.0729
Inverter	22	0.801
Multi-Input combinational cell	1155	82.4
Tap cell	280	3.40
Timing Repair Buffer	153	13.4
-- Yosys cell counts, types with 7 or more instances --
master / number / share of area, %
a2111oi_0: 10 / 0.97
a211o_1: 10 / 0.97
a211oi_1: 27 / 2.2
a21o_1: 17 / 1.4
a21oi_1: 88 / 4.9
a221oi_1: 8 / 0.77
a22oi_1: 15 / 1.2
a31oi_1: 37 / 2.6
and2_1: 9 / 0.62
and3_1: 8 / 0.55
and4_1: 7 / 0.68
buf_2: 21 / 1.2
buf_6: 7 / 0.87
clkbuf_1: 61 / 2.5
ha_1: 64 / 8.8
inv_1: 20 / 0.83
mux2_2: 26 / 3.2
mux2i_1: 61 / 6.7
mux4_2: 40 / 9.9
nand2_1: 122 / 5.1
nand3_1: 42 / 2.3
nand4_1: 20 / 1.4
nor2_1: 143 / 5.9
nor2b_1: 9 / 0.62
nor3_1: 47 / 2.6
nor3b_1: 7 / 0.58
nor4_1: 14 / 0.97
o2111ai_1: 7 / 0.68
o211ai_1: 22 / 1.8
o21a_1: 9 / 0.75
o21ai_0: 79 / 4.4
o22ai_1: 10 / 0.69
o31ai_1: 17 / 1.4
or2_2: 9 / 0.62
or3_1: 10 / 0.69
xnor2_1: 29 / 2.8
xor2_1: 16 / 1.5
-- kinds of logic (layout without fill, tap and decap cells) --
logic type | Yosys count | count (layout) | synth area share [%]
simple gates | 477 | 477 | 25.8
compound gates | 433 | 433 | 32.4
mux | 135 | 135 | 22.1
buf+inv | 123 | 175 | 6.36
fa+ha+maj | 65 | 65 | 9.06
xor+xnor | 45 | 45 | 4.35
other cells | 0 | 3 | 0
-- stage by stage --
stage | cell area (µm²) | hold WS, ns | utilization (%) | total power [µW]
3_3_place_gp | 10300 | 8.78 | 46.8 | 348
5_1_grt | 10300 | 8.80 | 46.8 | 380
6_report | 10300 | 8.79 | 46.8 | 362
3_5_place_dp | 10300 | 8.75 | 46.8 | 345
2_1_floorplan | 9060 | 7.91 | - | 205
4_1_cts | 10300 | 8.75 | 46.8 | 348
-- worst min-delay path: cells and delay by family --
family	cells	cell delay [ns]
compound gates	2	0.30
simple gates	1	0.13
buf+inv	2	0.70
-- worst max-delay path by stage --
stage | endpoint | from | depth (start not counted)
CTS | zero | b[4] | 22
global route | zero | alu_control[2] | 18
finish | zero | b[4] | 22
No activity file was given, so power comes from the tool's default toggle rates.
